File: design/flow/design.v
module add#(
WIDTH=64
) 
(
    input  logic clk,
    input  logic rst_n,
    input  logic add_valid,
	output logic add_ack,
    input  logic [WIDTH-1:0] add_a,
    input  logic [WIDTH-1:0] add_b,
	output logic [WIDTH-1:0] add_result,
	output logic add_res_valid,
	input  logic add_res_ready
);
always_ff @(posedge clk or negedge rst_n)
if (!rst_n) begin
	add_result<=0;
	add_res_valid<=0;
end else begin
	add_res_valid<=add_valid;
	if (add_valid)
		add_result<=add_a+add_b;
end
assign add_ack=add_valid && (add_res_ready);
endmodule
module arbiter #(
WIDTH=64
)
(
input rst_n,
input clk,
input [WIDTH-1:0] a,
input a_valid,
output a_ready,
input [WIDTH-1:0] b,
input b_valid,
output b_ready,
input [WIDTH-1:0] c,
input c_valid,
output c_ready,
output [WIDTH-1:0] result,
output result_valid,
output [2:0] result_unit,
input result_ack
);
logic [2:0] req, grant;
logic [2:0] arbiter_ready;
logic [WIDTH-1:0] result_;
always_comb begin
            case (grant)
            3'b001 : result_=a[WIDTH-1:0];
            3'b010 : result_=b[WIDTH-1:0];
            3'b100 : result_=c[WIDTH-1:0];
            default: result_=0;
            endcase
            end
            assign req={c_valid,b_valid,a_valid};
            assign a_ready = arbiter_ready[0];
            assign b_ready = arbiter_ready[1];
            assign c_ready = arbiter_ready[2];
            arbiter_engine arbiter_engine_inst (
                .clk(clk),
                .rst_n(rst_n),
                .req(req),
                .grant(grant)
            );
            assign arbiter_ready= ((grant)&{result_ack,result_ack,result_ack});  
            assign			result_valid =grant[0]||grant[1]||grant[2];
            assign			result_unit =grant;
            assign 			result =result_;			
endmodule
module arbiter_engine
(
input rst_n,
input clk,
input [2:0] req,
output[2:0]	grant
);
logic [3-1:0] grant_q ;
logic [3-1:0] pre_req  ;
logic [3-1:0] sel_gnt  ;
logic [3-1:0] isol_lsb ;
logic [3-1:0] mask_pre ;
logic [3-1:0] win      ;
always_ff @(posedge clk, negedge rst_n)
begin
if (!rst_n) begin
    pre_req <= 0;
end    
else begin
        if (win != 0) pre_req <= win;
end
end
assign grant_q = win;
assign grant    = grant_q;
assign mask_pre = req & ~(((pre_req) - 1) | pre_req);  
assign sel_gnt  = mask_pre  & ((~(mask_pre)) + 1);        
assign isol_lsb = req &  ((~(req)) + 1);             
always_comb begin 
	if (mask_pre !=0)
		win      = sel_gnt;
	else 
		win      = isol_lsb;
end
endmodule
module calculator (
    input  logic clk,
    input  logic rst_n,
    input  logic add_valid,
    output logic add_ack,
    input  logic [WIDTH-1:0] add_a,
    input  logic [WIDTH-1:0] add_b,
    input  logic sub_valid,
    output logic sub_ack,
    input  logic [WIDTH-1:0] sub_a,
    input  logic [WIDTH-1:0] sub_b,
    input  logic mul_valid,
    output logic mul_ack,
    input  logic [WIDTH-1:0] mul_a,
    input  logic [WIDTH-1:0] mul_b,
    output logic result_valid,
    input  logic result_ack,
    output logic [2:0] result_unit,
    output logic [WIDTH-1:0] result
);
parameter WIDTH = 64;  
logic  add_res_ready;
logic [WIDTH-1:0] add_result;
logic add_res_valid;
logic sub_res_ready;
logic [WIDTH-1:0] sub_result;
logic sub_res_valid;
logic mul_res_ready;
logic [WIDTH-1:0] mul_result;
logic mul_res_valid;
add#(
    .WIDTH(WIDTH)
) add_inst (
	.rst_n(rst_n),
	.clk(clk),
	.add_valid(add_valid),
	.add_ack(add_ack),
	.add_a(add_a),
	.add_b(add_b),
	.add_result(add_result),
	.add_res_valid(add_res_valid),
	.add_res_ready(add_res_ready)
);
sub#(
    .WIDTH(WIDTH)
) sub_inst (
	.rst_n(rst_n),
	.clk(clk),
	.sub_valid(sub_valid),
	.sub_ack(sub_ack),
	.sub_a(sub_a),
	.sub_b(sub_b),
	.sub_result(sub_result),
	.sub_res_valid(sub_res_valid),
	.sub_res_ready(sub_res_ready)
);
mul#(
    .WIDTH(WIDTH)
) mul_inst (
	.rst_n(rst_n),
	.clk(clk),
	.mul_valid(mul_valid),
	.mul_ack(mul_ack),
	.mul_a(mul_a),
	.mul_b(mul_b),
	.mul_result(mul_result),
	.mul_res_valid(mul_res_valid),
	.mul_res_ready(mul_res_ready)
);
arbiter#(
    .WIDTH(WIDTH)
) arbiter_inst (
	.rst_n(rst_n),
	.clk(clk),
	.a(add_result[WIDTH-1:0]),
	.a_valid(add_res_valid),
	.a_ready(add_res_ready),
	.b(sub_result[WIDTH-1:0]),
	.b_valid(sub_res_valid),
	.b_ready(sub_res_ready),	
	.c(mul_result[WIDTH-1:0]),
	.c_valid(mul_res_valid),
	.c_ready(mul_res_ready),
	.result(result),
	.result_valid(result_valid),
	.result_unit(result_unit),	
	.result_ack(result_ack)
);
endmodule
module mul#(
WIDTH=64
) 
(
    input  logic clk,
    input  logic rst_n,
    input  logic mul_valid,
	output logic mul_ack,
    input  logic [WIDTH-1:0] mul_a,
    input  logic [WIDTH-1:0] mul_b,
	output logic [WIDTH-1:0] mul_result,
	output logic mul_res_valid,
	input  logic mul_res_ready
);
localparam SIZE=64;
localparam DSIZE=SIZE*2;
localparam HSIZE=SIZE/2;
localparam b2b=HSIZE*HSIZE+HSIZE;
localparam b=HSIZE;
localparam b1=HSIZE+1;
logic [HSIZE-1:0] a_high;
logic [HSIZE-1:0] a_low;
logic [HSIZE-1:0] a_high_;
logic [HSIZE-1:0] a_low_;
logic [HSIZE-1:0] b_high;
logic [HSIZE-1:0] b_low;
logic [HSIZE-1:0] b_high_;
logic [HSIZE-1:0] b_low_;
logic [DSIZE-1:0] mul_res1;
logic [DSIZE-1:0] mul_res2;
logic [DSIZE-1:0] mul_res3;
logic [DSIZE-1:0] mul_res4;
logic [DSIZE-1:0] mul_res5;
logic [DSIZE-1:0] mul_res6;
logic [DSIZE-1:0] mul_res7;
logic [DSIZE-1:0]  keep_res;
logic [DSIZE-1:0] add_result;
logic [HSIZE-1:0] sub_res1;
logic [HSIZE-1:0] sub_res2;
logic [3:0] valid_pipe;
logic run_pipeline;
assign a_high_	=mul_a[SIZE-1:HSIZE];
assign a_low_	=mul_a[HSIZE-1:0];
assign b_high_	=mul_b[SIZE-1:HSIZE];
assign b_low_	=mul_b[HSIZE-1:0];
assign mul_res_valid = valid_pipe[3];
assign mul_result 	 = add_result[SIZE-1:0];
assign mul_ack=valid_pipe[0] && (run_pipeline);
assign run_pipeline= (mul_res_ready || (~valid_pipe[3]));	
always_ff @(posedge clk or negedge rst_n)
	if (!rst_n) begin
		mul_res1<=0;
		mul_res2<=0;
		mul_res3<=0;
		mul_res4<=0;
		mul_res5<=0;
		mul_res6<=0;
		mul_res7<=0;
		keep_res<=0;
		sub_res1<=0;
		sub_res2<=0;
		valid_pipe<=0;
		add_result<=0;
	end else begin
	if (run_pipeline)
	begin
			sub_res1<=a_high_-a_low_;
			sub_res2<=b_high_-b_low_;
			a_high<=a_high_;
			a_low<=a_low_;
			b_high<=b_high_;
			b_low<=b_low_;
		valid_pipe[0]<=mul_valid;
			mul_res1<=a_high*b_high;
			mul_res2<=sub_res1*sub_res2;
			mul_res3<=a_low*b_low;
		valid_pipe[1]<=valid_pipe[0];
			mul_res4<=mul_res1<<HSIZE;
			mul_res5<=mul_res1<<SIZE;	
			mul_res6<=mul_res2<<HSIZE;
			mul_res7<=mul_res3<<HSIZE;
			keep_res<=mul_res3;
		valid_pipe[2]<=valid_pipe[1];
			add_result<=mul_res4+mul_res5-mul_res6+mul_res7+keep_res;
		valid_pipe[3]<=valid_pipe[2];
	end
	end
endmodule
module quartus_top (
    input  logic clk,
    input  logic rst_n,
    input  logic add_valid,
    output logic add_ready,
    input  logic [WIDTH-1:0] add_a,
    input  logic [WIDTH-1:0] add_b,
    input  logic sub_valid,
    output logic sub_ready,
    input  logic [WIDTH-1:0] sub_a,
    input  logic [WIDTH-1:0] sub_b,
    input  logic mul_valid,
    output logic mul_ready,
    input  logic [WIDTH-1:0] mul_a,
    input  logic [WIDTH-1:0] mul_b,
    output logic result_valid,
    input  logic result_ready,
    output logic [2:0] result_unit,
    output logic [WIDTH-1:0] result
);
parameter WIDTH = 64;
logic i_add_valid;
logic i_add_ready;
logic [WIDTH-1:0] i_add_a;
logic [WIDTH-1:0] i_add_b;
logic i_sub_valid;
logic i_sub_ready;
logic [WIDTH-1:0] i_sub_a;
logic [WIDTH-1:0] i_sub_b;
logic i_mul_valid;
logic i_mul_ready;
logic [WIDTH-1:0] i_mul_a;
logic [WIDTH-1:0] i_mul_b;
logic i_result_valid;
logic i_result_ready;
logic [2:0] i_result_unit;
logic [WIDTH-1:0] i_result;
always_ff @(posedge clk)
begin
    i_add_valid <= add_valid;
    i_add_a <= add_a;
    i_add_b <= add_b;
    i_sub_valid <= sub_valid;
    i_sub_a <= sub_a;
    i_sub_b <= sub_b;
    i_mul_valid <= mul_valid;
    i_mul_a <= mul_a;
    i_mul_b <= mul_b;
    i_result_ready <= result_ready;
    add_ready <= i_add_ready;
    sub_ready <= i_sub_ready;
    mul_ready <= i_mul_ready;
    result_valid <= i_result_valid;
    result_unit <= i_result_unit;
    result <= i_result;
end
calculator #(
    .WIDTH(WIDTH)
) calculator_inst (
    .clk(clk),
    .rst_n(rst_n),
    .add_valid(i_add_valid),
    .add_ack(i_add_ready),
    .add_a(i_add_a),
    .add_b(i_add_b),
    .sub_valid(i_sub_valid),
    .sub_ack(i_sub_ready),
    .sub_a(i_sub_a),
    .sub_b(i_sub_b),
    .mul_valid(i_mul_valid),
    .mul_ack(i_mul_ready),
    .mul_a(i_mul_a),
    .mul_b(i_mul_b),
    .result_valid(i_result_valid),
    .result_ack(i_result_ready),
    .result_unit(i_result_unit),
    .result(i_result)
);
endmodule
module sub#(
WIDTH=64
) 
(
    input  logic clk,
    input  logic rst_n,
    input  logic sub_valid,
	output logic sub_ack,
    input  logic [WIDTH-1:0] sub_a,
    input  logic [WIDTH-1:0] sub_b,
	output logic [WIDTH-1:0] sub_result,
	output logic sub_res_valid,
	input  logic sub_res_ready
);
always_ff @(posedge clk or negedge rst_n)
if (!rst_n) begin
	sub_result<=0;
	sub_res_valid<=0;
end else begin
	sub_res_valid<=sub_valid;
	if (sub_valid)
		sub_result<=sub_a-sub_b;
end
assign sub_ack=sub_valid && (sub_res_ready);
endmodule
File: design/flow/run.sh
#!/bin/bash
# OpenROAD 26Q1-2900-gdf79404cd8, Yosys 0.63+post, stock flow scripts
make -C /OpenROAD-flow-scripts/flow DESIGN_CONFIG=/design/flow/config.mk WORK_HOME=/design/flow/orfs finish
File: design/flow/config.mk
export PLATFORM = sky130hd
export DESIGN_NAME = quartus_top
export DESIGN_NICKNAME = quartus_top
export VERILOG_FILES = /design/flow/design.v
export SDC_FILE = /design/flow/constraint.sdc
export NUM_CORES = 4
export LEC_CHECK = 1
export CORE_UTILIZATION = 40
File: design/flow/constraint.sdc
current_design quartus_top

set clk_period 16.2
set clk_io_pct 0.2

create_clock -name clk0 -period $clk_period [get_ports {clk}]

set non_clock_inputs [all_inputs -no_clocks]
set_input_delay [expr $clk_period * $clk_io_pct] -clock clk0 $non_clock_inputs
set_output_delay [expr $clk_period * $clk_io_pct] -clock clk0 [all_outputs]
==> qor.yml <==
critical_path:
  path_max_fanout: 17
  worstPathRequired_ns: 16.88
  cp_num_cells: 26
  crit_top_cell: "fa_1"
  critPathKind: "reg -> reg"
  r2r_slack_ns: 7.36
  cp-end-kind: "register"
  critPathArrivalTime_ns: 9.51
  slowest_delay_ns: 0.79
  worstSetupStartpointType: "register"
  r2r-end: "calculator_inst.mul_inst.mul_res3[59]"
  slowest_stage: "edfxtp_1"
  path_buffers: 5
  ff2ff_path_depth: 26
  startpoint: "calculator_inst.mul_inst.a_low[10]"
  r2r_start: "calculator_inst.mul_inst.a_low[10]"
  endpoint: "calculator_inst.mul_inst.mul_res3[59]"
  crit_family: "adder cells"
synth:
  async_flop_share_pct: 47.0
  ys_warn_count: 6
  top_cell_area_share_pct: 31.4
  xor_area_share_pct: 3.42
  top_area_cell: "fa_1"
  aoi_share_pct: 8.43
  fa_ha_area_share_pct: 40.1
  syn_inst: 12034
  ff_type: "dfrtp_1"
  synth-simple-area-share_pct: 14.5
  synthMuxAreaShare_pct: 1.09
  synth-area-yosys_um2: 113000
  syn_area_per_cell_um2: 9.41
  postSynthSeqShare_pct: 23.0
  synthTopCellsByArea: "fa_1, dfrtp_1, ha_1"
  synth-seq-cells: 1108
  edf_count: 128
  ys_types: 92
  logic_family: "adder cells"
  yosysCellCount: 12034
  synth_area_um2: 113000
clock_tree:
  postCtsHoldBufs: 0
  cts_root_buffer: "clkbuf_16"
  cts.sink_count: 1108
  clock_path_buffers: 4
  cts_setup_buffers: 0
  clock_latency_ns: 0.85
  clk_pin_slew_ns: 0.06
  numCtsBuffers: 135
  cts_tree: "built"
  cts_max_level: 4
  cts_resized: 0
detailed_routing:
  firstDrtPassIters: 9
  wl_um: 338000
  ant_nets: 0
  via_per_inst: 5.03
  wl_per_cell_um: 21.0
  vias: 80857
  drcViolationCount: 0
  drt_iter0_markers: 4468
sta:
  period_used_pct: 54.5
  finClkSkew_ns: 0.0754
  rsz0062_at_grt: "no"
  tightest_slew_ns: 0.949
  drv_slew: 0
  maxSlewHeadroom_pct: 36.5
  max_freq_ghz: 0.113
  setup_viol: 0
  tns_ns: 0
  hold_viol: 0
  fin_crit_ns: 8.84
grt:
  grt_start_max_net_pins: 118
  antenna_found_initial: 22
  grt_pass1_vias: 84508
  grtUsageMet2_pct: 37.5
  grt_pass1_wl_um: 522000
  grt_use_met1_pct: 36.7
  busiest_layer: "met2"
  use_met3_pct: 11.4
  grtUsageTotal_pct: 25.7
  grt.overflow.total: 0
worst_hold_path:
  min-delay-path-class: "reg -> reg"
  hold_depth: 0
finish:
  area_delta_synth_final_pct: 11.6
  fin_area_um2: 126000
  final_util_pct: 44.8
  drive_gt1_share_pct: 4.43
die:
  rows: 195
  die_area_um2: 285000
  core_area_um2: 282000
  fp.dieH_um: 534
  fp_util_pct: 40.2
  fp.dieW_um: 534
  num_io_pins: 461
flow_run:
  maxCapViolCount: 0
  tool_warnings: 36
place:
  post-dp-hpwl_um: 265000
  port_buffers: 460
  routabilityCongestion: 0.956
  place_area_um2: 122000
status:
  status: "complete, no violations"
cell usage after synthesis (39+ instances only):
| library cell | count |
|---|---|
| dfxtp_1 | 459 |
| o21bai_1 | 39 |
| inv_1 | 2260 |
| xnor2_1 | 269 |
| nand2_1 | 1790 |
| a21o_1 | 225 |
| a222oi_1 | 64 |
| o21ai_0 | 314 |
| edfxtp_1 | 128 |
| nor2_1 | 326 |
| nor2b_1 | 58 |
| mux2_2 | 104 |
| ha_1 | 788 |
| nand4_1 | 59 |
| a211oi_1 | 46 |
| o21a_1 | 55 |
| clkbuf_1 | 556 |
| fa_1 | 1779 |
| nand3_1 | 70 |
| dfrtp_1 | 521 |
| a21oi_1 | 459 |
| nor3_1 | 54 |
| xor2_1 | 173 |
| nand2b_1 | 59 |
| and3_1 | 43 |
| and2_1 | 934 |
through the flow:
| stage | setup WS (ns) | cells | hold slack, ns |
|---|---|---|---|
| after global placement | 7.50 | 15818 | 0.416 |
| final | 7.36 | 16070 | 0.420 |
| after CTS | 7.42 | 16062 | 0.417 |
| after detailed placement | 7.43 | 15818 | 0.416 |
| after global routing | 6.89 | 16063 | 0.425 |
| after floorplan | 8.63 | 12034 | 0.359 |
cells by family after synthesis:
logic type,count (synthesis)
AND/OR/NAND/NOR,3479
buffers and inverters,2851
adder cells (fa/ha/maj),2567
AND-OR/OR-AND,1477
flip-flops,1108
XOR/XNOR,442
multiplexers,110
worst min-delay path by stage:
stage / to / slack (ns) / startpoint
CTS: calculator_inst.mul_inst.b_high[0] / 0.42 / i_mul_b[32]
global route: calculator_inst.mul_inst.b_high[0] / 0.42 / i_mul_b[32]
finish: calculator_inst.mul_inst.b_high[0] / 0.42 / i_mul_b[32]
flip-flops by register name (all words and copies together) (netlist names), 4 cells and up:
| name | cells |
|---|---|
| calculator_inst.mul_inst.mul_res3 | 64 |
| calculator_inst.mul_inst.valid_pipe | 4 |
| i_sub_b | 64 |
| calculator_inst.mul_inst.sub_res1 | 32 |
| calculator_inst.mul_inst.mul_res4 | 32 |
| i_mul_b | 64 |
| i_add_a | 64 |
| calculator_inst.mul_inst.a_low | 32 |
| i_mul_a | 64 |
| calculator_inst.mul_inst.keep_res | 64 |
| calculator_inst.mul_inst.b_low | 32 |
| calculator_inst.mul_inst.mul_res2 | 32 |
| calculator_inst.mul_inst.mul_res1 | 32 |
| calculator_inst.sub_inst.sub_result | 64 |
| i_sub_a | 64 |
| calculator_inst.mul_inst.mul_res6 | 32 |
| calculator_inst.add_inst.add_result | 64 |
| calculator_inst.mul_inst.a_high | 32 |
| i_add_b | 64 |
| calculator_inst.mul_inst.b_high | 32 |
| calculator_inst.mul_inst.add_result | 64 |
| calculator_inst.mul_inst.sub_res2 | 32 |
| result | 64 |
cell usage in the layout (no fill, tap or decap), types with 33 or more instances in the layout:
cell type,n
and3_1,43
nand2b_1,59
clkbuf_16,147
nor2_1,326
fa_1,1779
edfxtp_1,128
nand4_1,59
a211oi_1,46
ha_1,788
a21o_1,225
nor3_1,54
mux2_2,104
clkdlybuf4s50_1,459
nand3_1,70
buf_4,166
o21bai_1,39
a21oi_1,459
xnor2_1,269
inv_1,2260
dfxtp_1,457
a31oi_1,37
a222oi_1,64
xor2_1,173
nor2b_1,58
nand2_1,1789
o21a_1,54
and2_1,931
o21ai_0,314
dfrtp_1,521
o31ai_1,33
worst reg2reg max path, delay by kind of cell (launching register included):
kind            cells  cell delay [ns]
flops               1             0.79
compound gates     11             2.95
simple gates        1             0.21
fa+ha+maj           9             4.19
buf+inv             5             0.61
layer usage:
metal / part of all wire (%) / up-vias / wire, µm
met5: 0.054 / - / 182
li1: - / 37499 / -
met2: 44 / 2961 / 149000
met4: 2.9 / 22 / 9960
met1: 42 / 39905 / 141000
met3: 11 / 470 / 38400
final cells by class:
type / instances / area [µm²]
Clock buffer: 189 / 4050
Sequential cell: 1108 / 26100
Clock inverter: 55 / 618
Fill cell: 26998 / 156000
Timing Repair Buffer: 631 / 5960
Antenna cell: 8 / 20.0
Tap cell: 3743 / 4680
Inverter: 2261 / 8490
Multi-Input combinational cell: 8075 / 76500
